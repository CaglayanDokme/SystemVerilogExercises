==> design.v <==
 `timescale 1ns / 1ps
module FIFO
#(parameter 
    WIDTH = 32,  
    DEPTH = 8    
)
(
    input  logic clk,
    input  logic reset,
    input  logic writeEnable,
    input  logic readEnable,
    input  logic [WIDTH-1 : 0] writeData,
    output logic [WIDTH-1 : 0] readData,
    output logic full,
    output logic empty,
    output logic almostFull,         
    output logic almostEmpty,        
    output logic [DEPTH : 0] dataCount  
);
localparam HIGH_ADDR    = 2**DEPTH - 1;     
localparam ALMOST_FULL  = (2**(DEPTH-2)) * 3;    
localparam ALMOST_EMPTY = (2**(DEPTH-2)) * 1;    
logic [WIDTH-1 : 0] data [HIGH_ADDR : 0];
logic [DEPTH-1 : 0] writePtr = 0,   readPtr = 0,
                    writePtr_p,     readPtr_p;
always_comb begin
    writePtr_p  = writePtr  + 1;
    readPtr_p   = readPtr   + 1;
    dataCount[DEPTH]        = full;
    dataCount[DEPTH-1 : 0]  = writePtr - readPtr;
    almostFull  = (dataCount > ALMOST_FULL  );
    almostEmpty = (dataCount < ALMOST_EMPTY );
end    
always_ff @ (posedge(clk)) begin
    if(reset) begin        
        writePtr    <= 0;
        readPtr     <= 0;
        empty       <= 1'b1;
        full        <= 1'b0;
    end
    else begin
        if(writeEnable && ~full) begin
            data[writePtr]  <= writeData;
            writePtr        <= writePtr + 1;
            empty           <= 1'b0;
            if((writePtr_p == readPtr) && !readEnable) begin    
                full <= 1'b1;
            end
        end
        if(readEnable && ~empty) begin
            readPtr     <= readPtr + 1;
            full        <= 1'b0;
            if((readPtr_p == writePtr) && !writeEnable) begin
                empty <= 1'b1;
            end
        end
    end
end
assign readData = data[readPtr];                    
endmodule
==> run.sh <==
#!/bin/bash
# OpenROAD 26Q1-2900-gdf79404cd8, Yosys 0.63+post, stock flow scripts
make -C /OpenROAD-flow-scripts/flow DESIGN_CONFIG=/design/flow/config.mk WORK_HOME=/design/flow/orfs finish
==> config.mk <==
export PLATFORM = sky130hd
export DESIGN_NAME = FIFO
export DESIGN_NICKNAME = FIFO
export VERILOG_FILES = /design/flow/design.v
export SDC_FILE = /design/flow/constraint.sdc
export NUM_CORES = 4
export LEC_CHECK = 1
export CORE_UTILIZATION = 40
export SYNTH_MEMORY_MAX_BITS = 65536
==> constraint.sdc <==
current_design FIFO

set clk_period 311.0
set clk_io_pct 0.2

create_clock -name clk0 -period $clk_period [get_ports {clk}]

set non_clock_inputs [all_inputs -no_clocks]
set_input_delay [expr $clk_period * $clk_io_pct] -clock clk0 $non_clock_inputs
set_output_delay [expr $clk_period * $clk_io_pct] -clock clk0 [all_outputs]
==> flow_summary.toml <==
# flow metrics
[outcome]
status = "completed"

[logic_synthesis]
yosysCellCount = 13971
ys_types = 72
synthArstFlopShare_pct = 0
syn_inst = 13971
synth_area_um2 = 315900
synth-seq-cells = 8210
yosys.area.top_type = "edfxtp_1"
yosys-top-cells-count = "edfxtp_1 (8192), mux4_2 (1871), mux2i_1 (945), clkbuf_1 (368), nor2_1 (333)"
ys_seq_share_pct = 77.98
most_common_cell = "edfxtp_1"
yosys.area_share.simple_pct = 1.014
aoi_share_pct = 2.794
syn_avg_cell_area_um2 = 22.61
yosys_area_um2 = 315900
mux_share_pct = 16.49
netlist.area_leader.share_pct = 77.86
yosysWarnings = 1
adder_share_pct = 0.05386
top_logic_kind = "multiplexers"
area_leaders = "edfxtp_1 (78%), mux4_2 (13%), mux2i_1 (3.0%)"
synth.cellmix.xorXnorShare_pct = 0.08594
edf_count = 8192
ff_type = "edfxtp_1"

[sta]
fin_worst_skew_ns = 0.06937
period_needed_ns = 71.77
rsz0062_at_grt = "no"
max_freq_ghz = 0.01393
period_used_pct = 23.08
relSlewSlack_pct = 4.933
tns_ns = 0
slew_viol_final = 0
setup_violations = 0
worstMarginPinSlew_ns = 1.422
finalHoldViolCount = 0

[flow_run]
warnings = 29
maxCapViolations = 0

[setup_path]
startpoint_type = "flip-flop"
worstPathArrival_ns = 9.57
crit_path_max_fanout = 68
crit_buf_inv = 8
r2r_cells = 10
critPathKind = "reg -> out"
crit_slowest_cell = "nor4_1"
r2r-start = "readPtr[2]$_SDFFE_PP0P_"
worst_r2r_endpoint = "empty$_SDFF_PP1_"
cpMostUsedCell = "buf_4"
cp-end-kind = "output port"
slowest_delay_ns = 0.79
required_ns = 248.80
ff2ff_setup_slack_ns = 306.28
path_cells = "buf_4, buf_4, buf_12, buf_12, buf_4, buf_4, buf_4, mux4_2, o21ai_0, a21oi_1, nor4_1, nand2_1, a32o_1, clkdlybuf4s50_1"
path_delay_family = "buffers and inverters"

[global_route]
grt_pass1_vias = 166065
grt_pass1_wl_um = 1293000
grt_max_degree = 97
antenna_found_initial = 62
grt.overflow.total = 0
grt.total_usage_pct = 25.87

[power]
p_leak_nw = 107.8
pwr_density_cell_nw_per_um2 = 6.257
ir_drop_mv = 0.005491
fin_total_pwr_mw = 2.247

[floorplanning]
fp.coreArea_um2 = 787600
die_h_um = 890.7
row_count = 326
fp.dieW_um = 890.7
fp_util_pct = 40.11
io_pins = 81
die-area_um2 = 793400

[finish]
num-fill-cells = 63930
final_util_pct = 45.59
drive_gt1_share_pct = 26.73
syn2layout_area_growth_pct = 13.65

[clock_network]
post_cts_buffers = 0
cts_max_level = 6
path_clk_slew_ns = 0.06
cts_buffers = 806
holdBufCountCts = 0
clock_latency_ns = 1.17
cts_tree = "done"
clock_sinks = 8210
clockBufferDepth = 4
ctsResizeCount = 0
cts-root-buf = "clkbuf_16"

[detailed_routing]
finalWirelength_um = 932200
drt-vias-per-instance = 5.813
drtPass1Iterations = 8
drcViolationCount = 0
vias = 151751
drtIter0Drc = 10502
ant_nets = 0
wire_per_inst_um = 35.71

[hold_path]
worstHoldPathCells = 2
hold_class = "reg -> reg"
hold_path_end = "empty$_SDFF_PP1_"
min_from = "empty$_SDFF_PP1_"

[placed_design]
gp_congestion = 0.9108
place.port_buffers = 80
hpwl_um = 541200
-- worst register-to-register path: cells and delay by family, from the launching register on --
kind | cells | cell delay (ns)
multiplexers | 1 | 0.22
AND/OR/NAND/NOR | 2 | 0.82
XOR/XNOR | 1 | 0.27
flip-flops | 1 | 0.69
buffers and inverters | 4 | 2.26
AND-OR/OR-AND | 2 | 0.37
-- state kept, by name, summed over array words and instances, names as in the netlist --
| name | flops |
|---|---|
| full | 1 |
| empty | 1 |
| writePtr | 8 |
| readPtr | 8 |
| data | 8192 |
-- logic make-up (layout without fill, tap and decap cells) --
kind of cell,after synthesis,after routing
mux,2860,2860
other cells,0,103
simple gates,733,733
compound gates,1258,1258
fa+ha+maj,13,13
xor+xnor,31,31
flops,8210,8210
buf+inv,866,2400
-- per-layer routing --
layer  vias up  track usage (%)  wire length (µm)  share of wire (%)
li1      61560                -                 -                  -
met2     11766            35.10            411800                 44
met4        94            8.658             41200                4.4
met1     76625            26.81            259500                 28
met3      1706            26.29            215700                 23
met5         -            4.455              3949               0.42
-- cell type report --
class	count	area [µm²]	share of cell area, %
multi-input cells	4895	66870	18.62
diodes	103	257.7	0.07178
repair buffers	881	7253	2.020
flip-flops and latches	8210	246400	68.62
clock buffers	1009	20970	5.841
inverters	32	150.1	0.04182
clock inverters	478	4045	1.127
well taps	10496	13130	3.657
-- stage by stage --
| stage | cell area (µm²) | setup slack (ns) | cells | hold slack, ns |
|---|---|---|---|---|
| floorplan | 315900 | 245.80 | 13971 | 0.4543 |
| global placement | 333800 | 240.22 | 24513 | 0.5634 |
| detailed placement | 333800 | 240.22 | 24514 | 0.5652 |
| CTS | 358800 | 238.95 | 26001 | 0.5863 |
| global route | 359000 | 238.52 | 26073 | 0.6124 |
| finish | 359100 | 239.23 | 26104 | 0.6104 |
-- report_power, final --
group,internal [mW],switching [mW]
combinational,0.0375,0.0614
sequential,1.22,0.000459
clock,0.513,0.417
-- worst max path at each step --
stage / cells after the start / from / to / slack (ns)
4_1_cts: 17 / readPtr[0]$_SDFFE_PP0P_ / readData[9] / 238.95
5_1_grt: 15 / readPtr[0]$_SDFFE_PP0P_ / readData[14] / 238.52
6_report: 14 / readPtr[0]$_SDFFE_PP0P_ / readData[11] / 239.23
-- layout by cell type (no fill, tap or decap), drive strengths merged, types with 18 or more instances in the layout --
cell           instances
diode                103
nand2b                25
inv                   54
buf                  833
o21ai                237
mux2i                945
a22oi                145
o221ai                23
xnor2                 20
nand3                 47
a31oi                 57
mux4                1871
nand2                184
o22ai                 43
nor3                  46
a211oi                31
o31ai                 54
a221o                 94
a21oi                238
o211ai                24
a32o                  19
edfxtp              8192
dfxtp                 18
a221oi               197
clkinv               405
nor2                 334
clkdlybuf4s50         48
mux2                  44
nor2b                 28
bufinv                41
clkbuf              1009
nor4                  19
