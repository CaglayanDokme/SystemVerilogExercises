### design/flow/design.v
`timescale 1ns / 1ps
module SimpleDualPort_RAM
#(parameter
    DATA_W = 32,
    ADDR_W = 8
)
(
    input  logic clk,
    input  logic reset,  
    input  logic writeEnable,
    input  logic [ADDR_W-1 : 0]readAddress,
    input  logic [ADDR_W-1 : 0]writeAddress,
    input  logic [DATA_W-1 : 0]writeData,
    output logic [DATA_W-1 : 0]readData
);
localparam HIGH_ADDR = 2**ADDR_W - 1;
logic [DATA_W-1 : 0] data [HIGH_ADDR : 0];
always_ff @ (posedge(clk)) begin
    if(reset) begin
        readData <= 0;
    end
    else begin
        if(writeEnable)
            data[writeAddress] <= writeData;
        readData <= data[readAddress];
    end
end
endmodule
### design/flow/config.mk
export PLATFORM = sky130hd
export DESIGN_NAME = SimpleDualPort_RAM
export DESIGN_NICKNAME = SimpleDualPort_RAM
export VERILOG_FILES = /design/flow/design.v
export SDC_FILE = /design/flow/constraint.sdc
export NUM_CORES = 4
export LEC_CHECK = 1
export CORE_UTILIZATION = 30
export SYNTH_MEMORY_MAX_BITS = 65536
### design/flow/run.sh
#!/bin/bash
# OpenROAD 26Q1-2900-gdf79404cd8, Yosys 0.63+post, stock flow scripts
make -C /OpenROAD-flow-scripts/flow DESIGN_CONFIG=/design/flow/config.mk WORK_HOME=/design/flow/orfs finish
### design/flow/constraint.sdc
current_design SimpleDualPort_RAM

set clk_period 40.7
set clk_io_pct 0.2

create_clock -name clk0 -period $clk_period [get_ports {clk}]

set non_clock_inputs [all_inputs -no_clocks]
set_input_delay [expr $clk_period * $clk_io_pct] -clock clk0 $non_clock_inputs
set_output_delay [expr $clk_period * $clk_io_pct] -clock clk0 [all_outputs]
==> qor.csv <==
stage,metric,value,unit
finish,Area Growth Syn to Fin,14.96,%
route,Final ANT Viol Nets,0,
final_timing,RSZ-0062 raised after global routing,false,
synthesis,"top cells by area, synth","edfxtp_1 78%, mux4_2 12%, mux2i_1 3.1%",
die,Core ar.,1050000,sq um
power,overall power,17.29,mW
finish,most numerous logic cells after layout,"8192 x edfxtp_1, 1681 x mux4_2, 977 x mux2i_1, 856 x buf_4, 782 x clkbuf_16",
clock_network,clk slew on worst S/H paths,0.06,ns
synthesis,"Async S/R FF share, synth",0,%
critical_path,R2R Path End,readData[22]$_SDFF_PP0_,
grt,largest net degree at the start of global routing,109,
critical_path,WS Path Type,in2reg,
synthesis,syn avg cell area,22.12,sq um
final_timing,Final Critical Period,14.04,ns
clock_network,post_cts resized,0,
clock_network,number of CTS-inserted buffers,781,
synthesis,Max-area cell share,77.75,%
critical_path,Crit. End Element,register,
place,dpl hpwl,568.7,mm
critical_path,r2r setup slk,37.11,ns
clock_network,CTS tree,built,
grt,antenna violations before repair,88,
clock_network,clk root buf,clkbuf_16,
final_timing,setup tns final,0,ns
synthesis,register bit count reported by yosys,8224,
flow_run,max-cap violation count,0,
clock_network,Longest Clk Path Bufs,4,
route,DRT iter0 DRCs,11389,
power,VDD IR max,0.00005040,V
die,# rows,376,
grt,first-pass GRT wire length,1306,mm
synthesis,yosys warns,1,
min_path,WHS Endpoint,readData[11]$_SDFF_PP0_,
power,P_leak,111.7,nW
finish,most frequent logic cell in the layout,edfxtp_1,
die,Die Ht,1.029,mm
clock_network,TritonCTS sink count,8224,
place,PortBufs,82,
run_status,outcome,"finished, final reports clean",
final_timing,final period utilization,34.50,%
synthesis,flip-flops with a built-in enable,8192,
final_timing,Setup Skew,0.09643,ns
synthesis,Syn Std Cell Area,316400,sq um
critical_path,Worst EP arrival,15.08,ns
route,Vias/cell,5.133,
route,router iterations before antenna repair,7,
route,via count,153873,
route,Routed wire per std cell,31.49,um
critical_path,Critical Path RT,41.74,ns
final_timing,final setup vio count,0,
min_path,HP Class,reg2reg,
synthesis,Gate Count Post-Synth,14303,
grt,vias in the first global route,166933,
die,Pre-Place Util,30.15,%
critical_path,CP Launch Type,primary input,
critical_path,Register-to-Register Path Depth,7,
final_timing,worst slew pin tran,1.444,ns
grt,total global-route track usage,18.93,%
route,drt drc,0,
die,num ports,83,
flow_run,OpenROAD warning count,34,
final_timing,Final Max Slew Viols,0,
synthesis,"area leader, netlist",edfxtp_1,
clock_network,postcts setup bufs,0,
final_timing,final hold vios,0,
synthesis,yosys cell count,14303,
final_timing,Slew HR,2.988,%
synthesis,register area share after synthesis,77.95,%
power,PwrDens,47.54,nW/um^2
clock_network,H-tree depth,6,
die,Die Width,1.029,mm
min_path,hold path startpoint,data[116][11]$_DFFE_PP_,
critical_path,CP Launch Point,readAddress[0],
clock_network,clk latency late pin,1.22,ns
finish,share of layout cells above drive strength 1,25.70,%
synthesis,post-synthesis cell type count,71,
synthesis,yosys stat chip area,316400,sq um
grt,grt ovf,0,
synthesis,Commonest flop,edfxtp_1,
critical_path,Reg2Reg Launch Point,data[174][22]$_DFFE_PP_,
clock_network,# hold bufs at CTS,0,
place,GP Congestion,0.9420,
final_timing,maximum clock frequency,0.07123,GHz
route,Post-Route WL,943.8,mm
die,Die ar.,1059000,sq um
min_path,Worst Hold Depth,5,
critical_path,CP max FO,77,
[cells in the mapped netlist, types with 10 or more instances]
| cell | count |
|---|---|
| or3_1 | 22 |
| o31ai_1 | 16 |
| edfxtp_1 | 8192 |
| or4_1 | 15 |
| nand2_1 | 196 |
| mux2i_1 | 977 |
| nand3_1 | 81 |
| mux4_1 | 26 |
| buf_12 | 51 |
| o211ai_1 | 13 |
| a211oi_1 | 78 |
| buf_4 | 141 |
| nor2_1 | 410 |
| buf_6 | 95 |
| buf_2 | 167 |
| a311oi_1 | 11 |
| and2_1 | 59 |
| o22ai_1 | 295 |
| and3_1 | 24 |
| o21ai_0 | 126 |
| mux2_2 | 34 |
| buf_1 | 60 |
| nor4_1 | 44 |
| a22oi_1 | 83 |
| a221oi_1 | 45 |
| a2bb2oi_1 | 13 |
| a21o_1 | 16 |
| o21ai_1 | 31 |
| clkbuf_1 | 307 |
| o221ai_2 | 34 |
| a21oi_1 | 201 |
| a211o_1 | 18 |
| a2111oi_0 | 10 |
| buf_8 | 23 |
| o221ai_1 | 280 |
| dfxtp_1 | 32 |
| nor2b_1 | 17 |
| a32oi_1 | 20 |
| nand4_1 | 24 |
| mux4_2 | 1681 |
| nor3_1 | 214 |
[final cells by class]
type | count | area (sq um)
multi-input combinational | 5229 | 66590
antenna | 151 | 377.9
timing repair buffer | 957 | 7819
tap | 13986 | 17500
inverter | 6 | 33.78
clock buffer | 976 | 20380
fill | 95100 | 685800
sequential | 8224 | 246600
clock inverter | 447 | 4412
[registers in the layout (all words and copies together) (netlist names)]
name      flops
data       8192
readData     32
[metrics by stage]
step	util, %	setup WS, ns	instance area (sq um)	instances	hold slack, ns
final	34.66	26.66	363700	29976	1.067
after global routing	34.64	26.01	363600	29926	1.144
after CTS	34.62	26.49	363300	29824	1.079
after detailed placement	32.25	25.27	338500	28401	1.063
after global placement	32.25	25.24	338500	28400	0.9966
after floorplan	-	29.68	316400	14303	0.7676
[power by group]
group | leakage (nW) | internal (mW) | switching [mW]
Clock | 12.0 | 3.87 | 3.18
Sequential | 73.9 | 9.33 | 0.0134
Combinational | 25.9 | 0.288 | 0.612
Total | 112 | 13.5 | 3.81
[routing by layer]
layer / track usage (%) / wire (um) / part of all wire (%)
met3: 18.42 / 201800 / 21
met1: 18.07 / 268200 / 28
met4: 7.592 / 48210 / 5.1
met5: 2.555 / 3869 / 0.41
met2: 26.98 / 421700 / 45
[worst max path at each step]
stage | cells after the start | slack [ns] | endpoint
4_1_cts | 14 | 26.49 | readData[17]$_SDFF_PP0_
5_1_grt | 14 | 26.01 | readData[17]$_SDFF_PP0_
6_report | 12 | 26.66 | readData[12]$_SDFF_PP0_
[worst max-delay path: stages]
cell	delay [ns]
buf_16	0.36
buf_4	0.62
buf_4	0.71
buf_4	0.61
buf_4	0.68
buf_4	0.58
buf_4	0.61
mux4_2	0.59
mux4_2	0.48
a211oi_1	1.06
buf_4	0.26
o31ai_2	0.06
[cells by family after synthesis]
| family | after synthesis | share of synthesized area [%] |
|---|---|---|
| DFF | 8224 | 77.95 |
| muxes | 2719 | 15.40 |
| AOI/OAI and AO/OA | 1361 | 3.121 |
| and+or+nand+nor | 1149 | 1.719 |
| buffers and inverters | 850 | 1.811 |
Power and IR drop assume default switching activity.
